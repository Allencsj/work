`design.v`:
```
module Mbooth_radix4 #(
    parameter  WIDTH_M = 8,
    parameter  WIDTH_R = 8
    )(
     input                           clk             
    ,input                           rstn            
    ,input                           vld_in          
    ,input     [WIDTH_M-1:0]         multiplicand    
    ,input     [WIDTH_R-1:0]         multiplier      
    ,output    [WIDTH_M+WIDTH_R-1:0] mul_out         
    ,output    reg                   done            
    );
    enum logic [1:0] { IDLE    = 2'b00
                      ,ADD     = 2'b01
                      ,SHIFT   = 2'b11
                      ,OUTPUT  = 2'b10
                     }state;
    reg        [1:0]                 current_state, next_state; 
    reg        [WIDTH_M+WIDTH_R+2:0] add1;
    reg        [WIDTH_M+WIDTH_R+2:0] sub1;
    reg        [WIDTH_M+WIDTH_R+2:0] add_x2;
    reg        [WIDTH_M+WIDTH_R+2:0] sub_x2;
    reg        [WIDTH_M+WIDTH_R+2:0] p_dct;
    reg        [WIDTH_R-1        :0] count;
    always_ff@ (posedge clk or negedge rstn) begin
        if (!rstn) begin
            current_state <= IDLE;
        end else if (!vld_in) begin
            current_state <= IDLE;
        end else begin
            current_state <= next_state;
        end
    end
    always_comb begin
        next_state = 2'bx;
        case (current_state)
            IDLE   : if(vld_in)
                         next_state = ADD;
                     else
                         next_state = IDLE;
            ADD    : next_state = SHIFT;
            SHIFT  : if (count == WIDTH_R/2)
                         next_state = OUTPUT;
                     else
                         next_state = ADD;
            OUTPUT : next_state = IDLE;
            default: next_state = IDLE;
        endcase
    end
    always_ff@(posedge clk or negedge rstn) begin
        if (!rstn) begin
            {add1,sub1,add_x2,sub_x2,p_dct,count,done} <= 0;
        end else begin
            case (current_state)
                IDLE   : begin
                    add1     <= {{2{multiplicand[WIDTH_R-1]}},multiplicand,{WIDTH_R+1{1'b0}}};
                    sub1     <= {-{{2{multiplicand[WIDTH_R-1]}},multiplicand},{WIDTH_R+1{1'b0}}};
                    add_x2   <= {{multiplicand[WIDTH_R-1],multiplicand,1'b0},{WIDTH_R+1{1'b0}}};
                    sub_x2   <= {-{multiplicand[WIDTH_R-1],multiplicand,1'b0},{WIDTH_R+1{1'b0}}};
                    p_dct    <= {{WIDTH_M+1{1'b0}},multiplier,1'b0};
                    count    <= 0;
                    done     <= 0;
                end
                ADD    : begin
                    case (p_dct[2:0])
                        3'b000,3'b111 : p_dct <= p_dct;
                        3'b001,3'b010 : p_dct <= p_dct + add1;
                        3'b101,3'b110 : p_dct <= p_dct + sub1;
                        3'b100        : p_dct <= p_dct + sub_x2;
                        3'b011        : p_dct <= p_dct + add_x2;
                        default       : p_dct <= p_dct;
                    endcase
                    count = count + 1;
                end
                SHIFT  : begin
                    p_dct <= {p_dct[WIDTH_M+WIDTH_R+2],p_dct[WIDTH_M+WIDTH_R+2],p_dct[WIDTH_M+WIDTH_R+2:2]};
                end
                OUTPUT : begin
                    done <= 1;
                end
            endcase
        end
    end
    assign mul_out = p_dct[WIDTH_M+WIDTH_R:1];
endmodule
```
`run.sh`:
```
#!/bin/bash
# OpenROAD 26Q1-2900-gdf79404cd8, Yosys 0.63+post, stock flow scripts
make -C /OpenROAD-flow-scripts/flow DESIGN_CONFIG=/design/flow/config.mk WORK_HOME=/design/flow/orfs finish
```
`config.mk`:
```
export PLATFORM = sky130hd
export DESIGN_NAME = Mbooth_radix4
export DESIGN_NICKNAME = Mbooth_radix4
export VERILOG_FILES = /design/flow/design.v
export SDC_FILE = /design/flow/constraint.sdc
export NUM_CORES = 4
export LEC_CHECK = 1
export CORE_UTILIZATION = 50
```
`constraint.sdc`:
```
current_design Mbooth_radix4

set clk_period 7.0
set clk_io_pct 0.2

create_clock -name clk0 -period $clk_period [get_ports {clk}]

set non_clock_inputs [all_inputs -no_clocks]
set_input_delay [expr $clk_period * $clk_io_pct] -clock clk0 $non_clock_inputs
set_output_delay [expr $clk_period * $clk_io_pct] -clock clk0 [all_outputs]
```
==> changes_impl.md <==
## Implementation

- Cell area leaders: dfrtp_1, ha_1, mux2_2
- Largest net degree at the start of global routing: 50
- Highest Clock Rate: 0.310 GHz
- Via Count: 2,746
- H-tree lvl count: 2
- Clock Skews: 0.00538 ns
- Crit path depth: 12
- Hold Path Class: flip-flop to flip-flop
- Clock power frac: 0.156
- Clock Sinks: between 40 and 50
- Pwr Density: 286 nW/um^2
- R2R cell count: 12
- GRT met2 Usage: 0.327
- Synth Flop Type: dfrtp_1
- Yosys cell count: 380
- FP Rows: 29
- Outcome: complete, no violations
- Critical Path RT: around 7.2 ns
- Tool warnings: 28
- Number of clock buffers inserted by TritonCTS: 5
- Die Wd: about 85 um
- Share of cells above drive strength 1: 0.105
- Worst setup margin: between 3 and 4 ns
- P_leak: 1.61 nW
- Unique cell type count in the Yosys netlist: 50
- Final Slew Violations: 0
- Top-area cell share: 0.348
- Logic cell area: approximately 2000 sq um
- Final setup viols: 0
- Max incr delay on CP: 0.77 ns
- Final ANT Viol Nets: 0
- Hold depth: 1
- Post-DP HPWL: 5280 um
- CTS root buf: clkbuf_8
- Post-cts resize count: 0
- Clock edge transition at the registers on the reported setup and hold paths: 0.09 ns
- Critical Path Start Type: flip-flop
- Pre-Place Util: 0.532
- Combinational power share: 0.474
- Gr usage total: 0.230
- Worst skew pair latency: approximately 0.3 ns
- CP bufs+invs: 1
- Gpl congestion: 0.901
- Die area: 7250 sq um
- Wirelength per Cell: 15.8 um
- Synth warnings: 1
- Dpl ws: 3.82 ns
- # port buffers: 35
- Placeable core region: 6490 sq um
- Switching Fraction: 0.388
- GR Util met1: 0.404
- Residual DRC: 0
- Initial antenna violation count: 0
- Routed wire length: 7410 um
- P_sw: 421 uW
- Sum Neg Setup Slack: 0 ns
- Cell family with most CP delay: AND-OR/OR-AND gates
- CTS tree: yes
- Final hold vios: 0
- DRT Pass-1 Iters: 4
- Clk buf depth: 2
- GR peak layer: met1
- Max VDD drop: 111 uV
- Syn avg cell area: between 9 and 10 sq um
- Cells along the critical path: inv_2, nand2_2, o22ai_1, a21oi_1, ha_1, a21oi_1, nand2_1, a21oi_1, a31oi_1, xnor2_1, a211o_1, a22o_1
- Worst path most repeated cell: a21oi_1
- Register area: around 1200 sq um
- Area of the mapped netlist: about 3500 sq um
- Cells after Synth: 380
- Chip Area, Yosys: approximately 3500 sq um
- Placed cells: 461
- Non-filler instance count after layout: 469
- Ys async rst share: 1.00
- CP endpoint kind: flip-flop
- Top Ports: 36
- Crit path DAT: 3.43 ns
- Hold Buf Count CTS: 0
- Seq pwr share: 0.370
- Max-Slew Margin vs Limit: 0.469
- Max-cap violations: 0
- Via-to-Cell Ratio: 5.86
- Area Overhead vs Synth: 9.99%
- Period utilisation layout: 0.461
- Period minus WS final: between 3 and 4 ns
- Remaining global-route overflow: 0
- Worst Tran Pin Value: 0.794 ns
- Area leader, netlist: dfrtp_1
- Critical path peak fanout: 19
- Post-synth regs: 49
- WS Path Type: flip-flop to flip-flop
- ANT cells: 0
- Total internal power: 665 uW
- Slowest CP cell: dfrtp_1
- Post-synth EDFFs: 0
- Detailed router's first-iteration violation count: 178
- Fillcell total: 560
- RSZ-0062 raised after global routing: no
- Die Ht: 85.1 um
- Postcts setup bufs: 0
- Seq/Total Area, Yosys: 0.355
- GR Util met3: 0.0326
- Vias in the first global route: 2,612
- Total power draw: about 1.1 mW
- First-pass GRT wire length: 12,800 um
## layer usage
metal	part of all wire	wire, um	up-vias
met5	0	0	-
met4	0.0065	48	0
met3	0.054	402	6
met2	0.43	3160	69
met1	0.51	3800	1285
li1	-	-	1386
## registers in the layout, indices dropped and copies added (netlist names)
name,flops
add_x2,7
done,1
current_state,4
count,8
sub1,10
p_dct,19
## power by group through the flow
stage         combinational, mW  sequential (mW)  clock (mW)
finish                    0.515            0.401       0.170
global route              0.578            0.411       0.189
CTS                       0.515            0.401       0.175
## Yosys cell counts, types with 11 or more instances
master / n
nand3_1: 12
xnor2_1: 14
o21ai_0: 30
nand2_1: 29
a21oi_1: 29
o22ai_1: 12
dfrtp_1: 48
a22oi_1: 20
mux2_2: 18
nor2_1: 30
buf_4: 16
ha_1: 21
clkbuf_1: 11
## kinds of logic after synthesis
family | after synthesis | share of synthesized area
multiplexers | 23 | 0.0731
flip-flops | 49 | 0.355
AND/OR/NAND/NOR | 96 | 0.129
buffers and inverters | 45 | 0.0720
AND-OR/OR-AND | 120 | 0.222
XOR/XNOR | 24 | 0.0608
adder cells (fa/ha/maj) | 23 | 0.0876
## cell type report
| class | count | area share |
|---|---|---|
| Clock inverter | 1 | 0.00230 |
| Sequential cell | 49 | 0.323 |
| Inverter | 10 | 0.00987 |
| Clock buffer | 7 | 0.0201 |
| Timing Repair Buffer | 39 | 0.0987 |
| Tap cell | 77 | 0.0253 |
| Multi-Input combinational cell | 286 | 0.521 |
## path summary, 6_finish.rpt
path	start	end	slack [ns]
hold reg to reg	done	done	0.49
setup reg to reg	p_dct[1]	p_dct[18]	3.77
min in group asynchronous	rstn	count[1]	1.18
setup / recovery	p_dct[1]	p_dct[18]	3.77
max in group asynchronous	rstn	add_x2[12]	5.38
hold / removal	done	done	0.49
## cell usage in the layout (no fill, tap or decap), drive strengths merged, types with 3 or more instances in the layout
cell and instances:
o22ai 12, nor2 30, a21o 4, or3 3, inv 10, ha 21
mux2 18, a31oi 4, xor2 10, nand2 31, o31ai 3, a22oi 20
buf 5, nor2b 6, a221oi 4, nand2b 3, clkdlybuf4s50 34, clkbuf 7
dfrtp 48, a21oi 31, nand3 12, o21ai 31, xnor2 14, mux2i 5
## per-stage QoR
step	utilization	instance area, sq um	hold slack, ns
after global routing	0.585	3800	0.540
after detailed placement	0.572	3720	0.478
final	0.585	3800	0.493
after floorplan	-	3460	0.430
after global placement	0.572	3720	0.464
after CTS	0.585	3800	0.504
Power and IR drop assume default switching activity.
