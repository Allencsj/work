==> /design/flow/design.v <==
module Mdivider
  #(parameter WIDTH = 4)
   (input                 clk
   ,input                 rstn
   ,input                 start
   ,input    [WIDTH-1:0]  divisor
   ,input    [WIDTH-1:0]  divised
   ,output   [WIDTH-1:0]  quotiend
   ,output   [WIDTH-1:0]  remainder
   ,output   reg          done
   );
   reg       [2*WIDTH-1:0]   calu1;
   reg       [2*WIDTH-1:0]   calu2;
   reg       [1:0]           state_r;
   reg       [1:0]           state_next;
   wire      [WIDTH-1:0]     calu1_r;
   wire      [WIDTH-1:0]     calu2_r;
   reg       [WIDTH-1:0]     cnt;
   reg       [WIDTH-1:0]     divisor_r;
   reg       [WIDTH-1:0]     divised_r;
   reg                       start_r;
   enum logic [1:0] {IDLE = 2'b00
                    ,SHIFT= 2'b01
                    ,CALU = 2'b10
                    ,END  = 2'b11
                    }state;
   always_ff@(posedge clk or negedge rstn) begin
       if (!rstn) begin
           start_r <= 0;
       end else if (start == 1) begin
           start_r <= 1;
       end else begin
           start_r <= 0;
       end
   end
   always_ff@(posedge clk or negedge rstn) begin
       if (!rstn) begin
           divisor_r <= 0;
       end else if (start == 1) begin
           divisor_r <= divisor;
       end else begin
           divisor_r <= divisor_r;
       end
   end
   always_ff@(posedge clk or negedge rstn) begin
       if (!rstn) begin
           divised_r <= 0;
       end else if (start == 1) begin
           divised_r <= divised;
       end else begin
           divised_r <= divised_r;
       end
   end
   always_ff@(posedge clk or negedge rstn) begin
       if (!rstn) begin
           state_r <= IDLE;
       end else begin
           state_r <= state_next;
       end
   end
   always_comb begin
       case (state_r)
           IDLE   :   begin
               if (start_r)begin
                   if (divisor_r !=0 && divised_r != 0) begin
                       state_next = SHIFT;
                   end else if (divisor_r == 0) begin
                       state_next = END;
                   end else begin
                       state_next = END;
                   end
               end else begin
                   state_next = IDLE;
               end
           end
           SHIFT  :   begin
               state_next = CALU;
           end
           CALU   :   begin
               if (cnt == WIDTH) begin
                   state_next = END;
               end else begin
                   state_next = SHIFT;
               end
           end
           END    :   begin
               state_next = IDLE;
           end
       endcase
   end
   always_ff@(posedge clk or negedge rstn) begin
       if (!rstn) begin
           done <= 0;
       end else if (state_r == END) begin
           done <= 1;
       end else begin
           done <= 0;
       end
   end
   always_ff@(posedge clk or negedge rstn) begin
       if (!rstn) begin
           cnt <= 0;
       end else if (state_r == END) begin
           cnt <= 0;
       end else if (state_r == SHIFT) begin
           cnt <= cnt + 1;
       end
   end
   always_ff@(posedge clk or negedge rstn) begin
       if (!rstn) begin
           calu1 <= 0;
       end else if (state_r == IDLE) begin
           calu1 = {{WIDTH{1'b0}},divised_r};
       end else if (divisor_r == 0) begin
           calu1 <= '1;
       end else if (divised_r == 0) begin
           calu1 <= 0;
       end else if (state_r == SHIFT) begin
           calu1 <= {calu1[2*WIDTH-2:0],1'b0};
       end else if (state_r == CALU) begin
           if (calu1_r >= calu2_r) begin
               calu1 = calu1 - calu2 + 1;
           end
       end
   end
   always_ff@(posedge clk or negedge rstn) begin
       if (!rstn) begin
           calu2 <= 0;
       end else if (state_r == IDLE) begin
           calu2 = {divisor_r,{WIDTH{1'b0}}};
       end
   end
   assign calu1_r   = calu1[2*WIDTH-1:WIDTH];
   assign calu2_r   = calu2[2*WIDTH-1:WIDTH];
   assign quotiend  = done ? calu1[WIDTH-1:0] : 0;
   assign remainder = done ? calu1[2*WIDTH-1:WIDTH] : 0;
endmodule
==> /design/flow/run.sh <==
#!/bin/bash
# OpenROAD 26Q1-2900-gdf79404cd8, Yosys 0.63+post, stock flow scripts
make -C /OpenROAD-flow-scripts/flow DESIGN_CONFIG=/design/flow/config.mk WORK_HOME=/design/flow/orfs finish
==> /design/flow/config.mk <==
export PLATFORM = sky130hd
export DESIGN_NAME = Mdivider
export DESIGN_NICKNAME = Mdivider
export VERILOG_FILES = /design/flow/design.v
export SDC_FILE = /design/flow/constraint.sdc
export NUM_CORES = 4
export LEC_CHECK = 1
export CORE_UTILIZATION = 30
==> /design/flow/constraint.sdc <==
current_design Mdivider

set clk_period 4.6
set clk_io_pct 0.2

create_clock -name clk0 -period $clk_period [get_ports {clk}]

set non_clock_inputs [all_inputs -no_clocks]
set_input_delay [expr $clk_period * $clk_io_pct] -clock clk0 $non_clock_inputs
set_output_delay [expr $clk_period * $clk_io_pct] -clock clk0 [all_outputs]
==> Changelog: implementation <==
### Metrics

* CTS H-tree depth at 2
* Worst hold-check path type: reg2reg
* Headroom to the max-slew limit at 60.3%
* DIE HEIGHT at 79.5 µm
* Syn_area_per_cell at 9.80 µm²
* Number of placement rows at 27
* Antenna violation net count after detailed routing at 0
* Status: finished clean
* Final setup vio count at 0
* Leakage power summed over all cells at 0.946 nW
* Post-CTS repair timing setup buffer count at 0
* Placed Instance Area at 0.00206 mm²
* Period utilization at 50.9%
* MaxCap Viol Count at 0
* Synthesized-area fraction occupied by xor and xnor cells at 3.89%
* Final GP Congestion at 0.828
* Dominant cell type by area after synthesis: dfrtp_1
* Total vias in the final route at 1298
* Top-level port count at 20
* Total Neg Setup Slack at 0 ps
* Root cell of the clock tree: clkbuf_8
* Filler cells at 558
* First-pass GRT wire length at 6010 µm
* Diodes inserted at 0
* Top cells by area: dfrtp_1 40%, ha_1 10%, o21ai_0 4.7%
* Number of sinks on the clock net at 30
* Clock-pin slew on the worst setup and hold paths at 70 ps
* Proportion of power drawn by the clock network at 25.7%
* Count of cell types in the netlist at 41
* Synthesized chip area reported by yosys at 0.00180 mm²
* Final tally of hold violations at 0
* WP data arrival at 2500 ps
* Share of cells above drive strength 1 at 9.71%
* Switching portion of total power at 34.6%
* Post-synthesis mux area share at 5.97%
* CTS hold repair buffers at 0
* Post-DP HPWL at 2510 µm
* Compound-Gate Fraction of Synth Area at 15.8%
* Max FO, Critical Path at 4
* Combinational power share at 40.3%
* Startpoint kind of the worst setup timing path: flop
* Maximum number of pins on one net before global-route repair at 31
* 1st-pass router iterations at 4
* CTS buffer count at 5
* Post-synthesis instance area at 0.00180 mm²
* Number of cell instances after yosys synthesis at 184
* Setup repair after global routing missed its margin: false
* Share of Yosys cell area claimed by the top area cell type at 40.2%
* Global-route track usage on met1 at 20.5%
* Worst setup path class: reg2reg
* Net switching power at 0.000367 W
* PwrDens at 487 mW/mm²
* Cell internal pwr at 0.000692 W
* Final critical-path required period at 2340 ps
* Post-Route Utilization at 38.5%
* Die area at 0.00632 mm²
* Number of vias per cell after detailed routing at 4.67
* Sequential element share of the synthesized area at 41.7%
* OpenROAD warnings at 30
* Top comb family, area: AND-OR/OR-AND gates
* Global-route track usage on met3 at 2.78%
* Instance count of the mapped netlist at 184
* Register-to-register path setup slack at 2260 ps
* Horiz. Die Dim at 79.5 µm
* Post-synthesis simple-gate area fraction at 15.6%
* Synthesis-stage register bit count at 30
* Category of the worst setup path capture point: flop
* Async SR Flop Fraction at 100%
* Final wirelength at 3530 µm
* CORE AREA at 0.00564 mm²
* Gr usage total at 12.5%
* Yosys adder share at 11.5%
* Clk ins delay skew pair at 270 ps
* Avg WL per Cell at 12.7 µm
* Final count of pins violating max slew at 0
* Final Skew at 6.56 ps
* Post-CTS Resized at 0
* Bufs on Longest Clock Path at 2
* Floorplan-stage core utilization at 32.0%
* Required time reported for the critical path endpoint at 4760 ps
* CTS tree: yes
* Highest-utilization routing layer at the global route stage: met1
* Flop pwr share at 34.0%
* DRC viols at 0
* Transition time at the pin with the least slew margin at 596 ps
* Peak clock frequency supported by timing at 427 MHz
* Met2 global-route usage at 17.8%
* Post-Layout Inst Area at 0.00217 mm²
* Total grt overflow at 0
* Vias in the first global route at 1208
* Violation tally from detailed-route iteration zero at 70
* Number of synthesized flops with an enable pin at 0
* Initial antenna violation count at 0
* Count of synthesis-stage warnings from yosys at 1
* Area overhead of the layout relative to synthesis at 20.6%
* Buffers on Ports at 19
* Maximum ir drop on the vdd rail at 0.222 mV
* Dominant flop cell: dfrtp_1
## placed cells by master (no fill, tap or decap), types with 2 or more instances in the layout
cell / Yosys / final
dfrtp_1: 29 / 29
clkdlybuf4s50_1: 0 / 19
inv_1: 18 / 18
nand2_1: 17 / 17
o21ai_0: 17 / 17
ha_1: 15 / 15
nor2_1: 13 / 13
a21oi_1: 9 / 9
and2_1: 8 / 8
mux2_2: 6 / 6
clkbuf_8: 0 / 6
xor2_1: 4 / 4
xnor2_1: 4 / 4
mux2i_1: 4 / 4
a21o_1: 3 / 3
nor3_1: 3 / 3
nor4_4: 2 / 2
nand2b_1: 2 / 2
or4_1: 2 / 2
o31a_1: 2 / 2
a22o_1: 2 / 2
## through the flow
step           total power (W)  cells  hold slack (ps)  setup WS [ps]
2_1_floorplan         0.000698    184              349           2400
3_3_place_gp          0.000784    270              478           2330
3_5_place_dp          0.000788    270              488           2270
4_1_cts                0.00107    278              500           2220
5_1_grt                0.00115    278              524           2110
6_report               0.00106    278              498           2260
## path summary, 6_finish.rpt
path	startpoint	end	depth (start not counted)
hold reg to reg	state_r[1]	state_r[2]	1
hold / removal	state_r[1]	state_r[2]	1
max in group asynchronous	rstn	state_r[0]	2
min in group asynchronous	rstn	divisor_r[0]	2
setup / recovery	calu2[6]	calu1[7]	9
setup reg to reg	calu2[6]	calu1[7]	9
## logic make-up (layout without fill, tap and decap cells)
| kind of cell | count (synthesis) | after routing |
|---|---|---|
| buffers and inverters | 24 | 46 |
| xor gates and xnor gates | 8 | 8 |
| DFF | 30 | 30 |
| muxes | 10 | 10 |
| adders and majority gates | 16 | 16 |
| AOI/OAI and AO/OA | 44 | 44 |
| and+or+nand+nor | 52 | 52 |
## critical path: stages, from the launching register on
cell and delay, ps:
dfrtp_1 360, inv_1 70, ha_1 130, inv_1 40, fa_1 520, or3b_2 440, o21ai_0 90, o21ai_0 100
o311a_1 150, a221o_1 310
## sequential cells by signal, summed over array words and instances, names as in the netlist
signal and flops:
calu2 4, start_r 1, divised_r 4, divisor_r 4
calu1 8, state_r 4, cnt 4, done 1
## Yosys cell counts (3+ instances only)
library cell	n
a21o_1	3
a21oi_1	9
and2_1	8
dfrtp_1	29
ha_1	15
inv_1	18
mux2_2	6
mux2i_1	4
nand2_1	17
nor2_1	13
nor3_1	3
o21ai_0	17
xnor2_1	4
xor2_1	4
## layout make-up
cell class,instances,area (µm²),share of cell area [%]
inverter,18,67.6,3.11
tap,72,90.1,4.14
timing repair buffer,20,198,9.09
clock buffer,7,86.3,3.97
clock inverter,1,30.0,1.38
multi-input combinational,130,951,43.7
sequential,30,752,34.6
## per-layer routing
layer	part of all wire [%]	wire, µm
met1	51	1810
met2	44	1550
met3	3.9	138
met4	0.79	28
met5	0	0
## power by group through the flow
stage / logic (W) / clock network, W / registers, W
CTS: 0.000428 / 0.000280 / 0.000360
global route: 0.000491 / 0.000291 / 0.000368
finish: 0.000427 / 0.000272 / 0.000359
No activity file was given, so power comes from the tool's default toggle rates.
