==> flow/run.sh <==
#!/bin/bash
# OpenROAD 26Q1-2900-gdf79404cd8, Yosys 0.63+post, stock flow scripts
make -C /OpenROAD-flow-scripts/flow DESIGN_CONFIG=/design/flow/config.mk WORK_HOME=/design/flow/orfs finish
==> flow/constraint.sdc <==
current_design async_fifo

set clk_period 51.6
set clk_io_pct 0.2

create_clock -name clk0 -period $clk_period [get_ports {rclk}]
create_clock -name clk1 -period $clk_period [get_ports {wclk}]

set non_clock_inputs [all_inputs -no_clocks]
set_input_delay [expr $clk_period * $clk_io_pct] -clock clk0 $non_clock_inputs
set_output_delay [expr $clk_period * $clk_io_pct] -clock clk0 [all_outputs]
==> flow/config.mk <==
export PLATFORM = sky130hd
export DESIGN_NAME = async_fifo
export DESIGN_NICKNAME = async_fifo
export VERILOG_FILES = /design/flow/design.v
export SDC_FILE = /design/flow/constraint.sdc
export NUM_CORES = 4
export LEC_CHECK = 1
export CORE_UTILIZATION = 30
==> flow/design.v <==
module async_fifo 
#(  parameter   FIFO_DEPTH  =   64,
    parameter   FIFO_WIDTH  =   32,
    parameter   ADDR_WIDTH  =   6
)
(
     input                          rst_n
    ,input                          wclk     
    ,input                          wen      
    ,input  [FIFO_WIDTH-1:0]        wdata    
    ,output                         wfull    
    ,input                          rclk     
    ,input                          ren      
    ,output reg [FIFO_WIDTH-1:0]        rdata    
    ,output                         rempty
    );
    reg [FIFO_WIDTH-1:0] fifo_mem [FIFO_DEPTH-1:0];
    reg [ADDR_WIDTH:0] waddr;
    reg [ADDR_WIDTH-1:0] waddr_fifo;
    reg [ADDR_WIDTH:0] wptr;
    reg [ADDR_WIDTH:0] wptr_r;
    reg [ADDR_WIDTH:0] wptr_rr;
    reg [ADDR_WIDTH:0] raddr;
    reg [ADDR_WIDTH-1:0] raddr_fifo;
    reg [ADDR_WIDTH:0] rptr;
    reg [ADDR_WIDTH:0] rptr_r;
    reg [ADDR_WIDTH:0] rptr_rr;
    always@(posedge wclk) begin
        if (wen ==  1'b1 && wfull == 1'b0) begin
            fifo_mem[waddr_fifo] <=  wdata;
        end
    end
    always@(posedge wclk or negedge rst_n) begin
        if (rst_n   ==  1'b0) begin
            waddr   <=  {(2**ADDR_WIDTH-1){1'b0}};
        end else if (wen    ==  1'b1) begin
            waddr   <=  waddr + 1'b1;
        end else begin
            waddr   <=  waddr;
        end
    end
    assign wptr = (waddr>>1) ^ waddr;
    assign waddr_fifo = waddr[ADDR_WIDTH-1:0];
    always@(posedge rclk or negedge rst_n) begin
        if (rst_n   ==  1'b0) begin
            rdata   <=  'b0;
        end else if (ren    ==  1'b1 && rempty  ==  1'b0) begin
            rdata   <=  fifo_mem[raddr_fifo];
        end else begin
            rdata   <= 'b0;
        end
    end
    always@(posedge rclk or negedge rst_n) begin
        if (rst_n   ==  1'b0) begin
            raddr   <=  'b0;
        end else if (ren    ==  1'b1 && rempty == 1'b0) begin
            raddr   <=  raddr + 1'b1;
        end
    end
    assign rptr = (raddr>>1) ^ raddr;
    assign raddr_fifo = raddr[ADDR_WIDTH-1:0];
    always@(posedge rclk or negedge rst_n) begin
        if (rst_n   ==  1'b0) begin
            wptr_r   <=  'b0;
            wptr_rr  <=  'b0;
        end else begin
            wptr_r  <=  wptr;
            wptr_rr <=  wptr_r;
        end
    end
    always@(posedge wclk or negedge rst_n) begin
        if (rst_n   ==  1'b0) begin
            rptr_r   <=  'b0;
            rptr_rr  <=  'b0;
        end else begin
            rptr_r  <=  rptr;
            rptr_rr <=  rptr_r;
        end
    end
    assign wfull = wptr == {{~rptr_rr[ADDR_WIDTH:ADDR_WIDTH-1]},rptr_rr[ADDR_WIDTH-2:0]};
    assign rempty = rptr == wptr_rr;
endmodule
==> flow_metrics.rpt <==
PHYSICAL IMPLEMENTATION REPORT
----------------------------------------------------
[Detailed routing]
  Vias after detailed routing ........................ slightly below 40,000
  Routed Antenna Nets ........................ 0
  Number of iterations in the first detailed-routing pass ........................ 7
  Detailed Route WL ........................ around 230,000 µm
  Post-DR vias/cell ........................ about 5.0
  Final routed wire length divided by cell count ........................ 29.2 µm
  Remaining routing DRC violations ........................ 0
  Iter 0 DRT Violations ........................ 3,049

[Power and ir drop]
  Total power divided by cell area ........................ about 54 nW/µm²
  Sw Ratio ........................ about a third
  Power after layout ........................ ~5.0 mW
  Internal ........................ 3.38 mW
  Sequential cell fraction of total power ........................ slightly above 40%
  Clock group share of total power ........................ around 30%
  Net load switching power ........................ 1.65 mW
  Maximum resistive drop on vdd ........................ between 0.03 and 0.04 mV
  Proportion of power drawn by combinational gates ........................ between 20% and 30%
  Leakage ........................ about 30 nW

[Layout]
  Post-route insts no fill ........................ roughly 7,800
  Top logic cells by instance count in the layout ........................ edfxtp_1 (2,048), mux2i_1 (390), mux4_2 (330)
  Filler cells ........................ 24,300
  Area of the multi-input gates ........................ 17,000 µm²
  Most common cell after layout, fill and taps aside ........................ edfxtp_1
  Synthesis-to-layout area growth ........................ 15.4%
  Fraction of layout instances using a drive strength above 1 ........................ approximately 23%
  Finished layout cell area ........................ about 94,000 µm²
  Area used by sequential logic in the layout ........................ 63,400 µm²

[Logic synthesis]
  Chip area from the yosys synthesis statistics ........................ between 80,000 and 90,000 µm²
  Ys flops ........................ between 2,000 and 2,500
  Fraction of synthesis flops using an asynchronous set or reset pin ........................ under 10%
  Synthesized area ........................ between 80,000 and 90,000 µm²
  Post-synthesis cell type count ........................ about 53
  # Cells Yosys ........................ roughly 3,800
  Mapped Avg Cell Area ........................ between 20 and 25 µm²
  Most instantiated flip-flop cell in the synthesis netlist ........................ edfxtp_1
  Sequential area share after synthesis ........................ around 78%
  Flip-flops with a built-in enable ........................ 2,048
  Cells after synthesis ........................ 3,820
  Warnings, synthesis ........................ 5

[Floorplan]
  X dimension of the die ........................ around 520 µm
  Count of standard-cell rows ........................ roughly 190
  Top-level port count ........................ just over 70
  Area of the die ........................ ~270,000 µm²
  Die H ........................ 523 µm
  Effective utilization at floorplan ........................ a little under a third
  Core region area ........................ roughly 270,000 µm²

[Global route]
  All-Layer GR Usage ........................ 18.1%
  Global-route wire length before repair ........................ 319,000 µm
  Via count of the first global-routing pass ........................ 41,900
  Residual overflow from global routing ........................ 0
  Largest net degree at the start of global routing ........................ approximately 90
  Initial antenna violation count ........................ 8

[Final timing]
  Setup tns final ........................ 0 ns
  Layout Skew ........................ between 0.05 and 0.06 ns
  Total count of hold-check failures in the final report ........................ 0
  Slew of the pin with the lowest slew margin ........................ approximately 1.0 ns
  Pins over their slew limit ........................ 0
  Final Hold Slack ........................ approximately 0.068 ns
  Worst slew margin relative to its limit ........................ between 20% and 30%
  RSZ-0062 raised after global routing ........................ false
  Finish-stage setup viols ........................ 0

[Worst hold path]
  Min-Delay Path Depth ........................ 1
  HP Start ........................ raddr[6]$_DFFE_PN0P_
  Endpoint of the worst hold-timing path ........................ rptr_r[5]$_DFF_PN0_
  Min-Delay Path Class ........................ reg2reg

[Place]
  Routability-driven placement congestion ratio ........................ ~1.0
  Placed cell area ........................ ~87,000 µm²
  Quantity of I/O buffers inserted on ports ........................ 69
  Total instance count after detailed placement ........................ about 7,400
  DP HPWL ........................ approximately 140,000 µm

[Critical path]
  Origin of the critical flop-to-flop path ........................ raddr[0]$_DFFE_PN0P_
  Worst Reg2Reg Path Length in Cells ........................ 8
  Max stage delay on crit path ........................ 0.82 ns
  CP Capture Type ........................ output port
  Reg-to-Reg End ........................ rdata[2]$_DFF_PN0_
  Crit path max fanout ........................ around 84
  Ordered list of cells on the worst path ........................ buf_12 -> ha_1 -> xor2_1 -> nor4_1 -> and2_2 -> clkdlybuf4s50_1
  Worst reg-to-reg setup slack ........................ 46.65 ns
  Cell with the biggest individual delay on the critical path ........................ dfrtp_4
  Startpoint type of the worst setup path ........................ register
  Crit Path Class ........................ reg2out
  CP arrival ........................ about 4.3 ns
  Critical path required time ........................ about 41 ns

[Clock tree]
  Clock Sink Count ........................ between 2,000 and 2,500
  CTS tree ........................ yes
  Clock edge transition at the registers on the reported setup and hold paths ........................ ~0.07 ns
  # resized after CTS ........................ 0

[Status]
  Result of the run ........................ completed

[Run]
  OpenROAD warning count ........................ 33
  Number of max-cap violations ........................ 0

----------------------------------------------------
## cells in the mapped netlist, types with 10 or more instances
| cell type | count | area (µm²) |
|---|---|---|
| nor4_2 | 19 | 238 |
| nand3_1 | 20 | 100 |
| o221ai_1 | 10 | 87.6 |
| a21oi_1 | 42 | 210 |
| nand2b_1 | 12 | 75.1 |
| o22a_1 | 28 | 245 |
| mux4_1 | 19 | 499 |
| mux4_2 | 330 | 7430 |
| xnor2_1 | 12 | 105 |
| nor3_1 | 75 | 375 |
| o21ai_0 | 37 | 185 |
| mux2i_1 | 390 | 3900 |
| clkbuf_1 | 54 | 203 |
| o22ai_1 | 195 | 1220 |
| xor2_1 | 14 | 123 |
| nand2_1 | 41 | 154 |
| ha_1 | 16 | 200 |
| nor2_1 | 92 | 345 |
| buf_4 | 29 | 218 |
| buf_2 | 59 | 295 |
| dfrtp_1 | 74 | 1850 |
| a221oi_1 | 11 | 96.3 |
| a22oi_1 | 37 | 278 |
| edfxtp_1 | 2048 | 61500 |
| buf_6 | 29 | 327 |
| buf_12 | 15 | 300 |
| buf_1 | 16 | 60.1 |
| o21ai_1 | 15 | 75.1 |
## kinds of logic after synthesis
kind of cell / count (synthesis) / synth area share [%]
adders and majority gates: 16 / 0.246
AOI/OAI and AO/OA: 400 / 3.27
buffers and inverters: 219 / 1.93
muxes: 739 / 14.5
xor gates and xnor gates: 28 / 0.336
and+or+nand+nor: 296 / 1.89
DFF: 2122 / 77.8
## layout make-up
type / instances / share of cell area [%]
antenna: 3 / 0.00799
clock buffer: 240 / 5.69
clock inverter: 141 / 1.63
inverter: 7 / 0.0280
multi-input combinational: 1479 / 18.1
sequential: 2122 / 67.4
tap: 3552 / 4.73
timing repair buffer: 285 / 2.36
## critical path, delay by kind of cell (launching register included)
kind          cells  cell delay [ns]
xor+xnor          1             0.19
flops             1             0.82
buf+inv           2             1.17
fa+ha+maj         1             0.40
simple gates      2             1.28
## per-stage QoR
step | setup WS, ns | utilization [%]
3_5_place_dp | 37.20 | 32.4
4_1_cts | 36.88 | 35.0
2_1_floorplan | 38.70 | -
3_3_place_gp | 37.22 | 32.4
5_1_grt | 36.72 | 35.0
6_report | 36.94 | 35.0
## power by group through the flow
| stage | combinational [mW] | sequential, mW | clock, mW |
|---|---|---|---|
| 6_report | 1.47 | 2.04 | 1.52 |
| 5_1_grt | 1.54 | 2.05 | 1.61 |
| 4_1_cts | 1.47 | 2.04 | 1.54 |
## sequential cells by signal, summed over array words and instances, names as in the netlist
name / flops
wptr_r: 7
rptr_r: 7
rdata: 32
rptr_rr: 7
raddr: 7
waddr: 7
wptr_rr: 7
fifo_mem: 2048
## layer usage
layer	vias to the layer above	track usage (%)	wire (µm)
met5	-	2.15	854
met4	16	8.23	13600
met3	441	13.4	37200
met2	2060	27.9	110000
met1	19900	18.0	67200
li1	16600	-	-
## how the worst max path moves through the flow
stage | start | cells after the start | slack, ns | to
CTS | raddr[1]$_DFFE_PN0P_ | 6 | 36.88 | rempty
global route | raddr[1]$_DFFE_PN0P_ | 6 | 36.72 | rempty
finish | raddr[1]$_DFFE_PN0P_ | 6 | 36.94 | rempty
## what timing repair did
item                      4_1_cts  5_1_grt
setup buffers                   0        0
hold endpoints to repair        2        0
hold buffers                    3        0
Power and IR drop assume default switching activity.
